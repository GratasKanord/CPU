<file path="/design/flow/config.mk">
export PLATFORM = sky130hd
export DESIGN_NAME = alu
export DESIGN_NICKNAME = alu
export VERILOG_FILES = /design/flow/design.v
export SDC_FILE = /design/flow/constraint.sdc
export NUM_CORES = 4
export LEC_CHECK = 1
export CORE_UTILIZATION = 50
</file>
<file path="/design/flow/constraint.sdc">
current_design alu

set clk_period 73.4
set clk_io_pct 0.2

create_clock -name clk0 -period $clk_period

set non_clock_inputs [all_inputs -no_clocks]
set_input_delay [expr $clk_period * $clk_io_pct] -clock clk0 $non_clock_inputs
set_output_delay [expr $clk_period * $clk_io_pct] -clock clk0 [all_outputs]
</file>
<file path="/design/flow/design.v">
module alu (
    input  [3:0]  alu_op,
    input  [63:0] input_alu_A,
    input  [63:0] input_alu_B,
    input         is_32bit,
    output [63:0] alu_result,
    output        alu_cout
);
    wire [62:0] carry_chain; 
    wire [63:0] slice_result;
    wire [63:0] shift_result;
    wire [31:0] alu_in_A_32  = input_alu_A[31:0];
    wire [31:0] alu_in_B_32  = input_alu_B[31:0];
    wire [31:0] addiw_result_32  = alu_in_A_32 + alu_in_B_32;
    wire [31:0] subw_result_32  = alu_in_A_32 - alu_in_B_32;
    wire [31:0] slliw_result_32  = alu_in_A_32 << input_alu_B[4:0];
    wire [31:0] srliw_result_32  = alu_in_A_32 >> input_alu_B[4:0];
    wire [31:0] sraiw_result_32  = $signed(alu_in_A_32) >>> input_alu_B[4:0];
    wire [63:0] addiw_result = {{32{addiw_result_32[31]}}, addiw_result_32};
    wire [63:0] slliw_result = {{32{slliw_result_32[31]}}, slliw_result_32};
    wire [63:0] srliw_result = {{32{srliw_result_32[31]}}, srliw_result_32};
    wire [63:0] sraiw_result = {{32{sraiw_result_32[31]}}, sraiw_result_32};
    wire [63:0] subw_result  = {{32{subw_result_32[31]}}, subw_result_32};
    alu_lsb u_lsb (
        .alu_op(alu_op),
        .input_alu_A(input_alu_A[0]),
        .input_alu_B(input_alu_B[0]),
        .alu_result(slice_result[0]),
        .alu_cout(carry_chain[0])
    );
    genvar i;
    generate
        for (i = 1; i < 63; i = i + 1) begin : mid_slice
            alu_mid u_mid (
                .alu_op(alu_op),
                .input_alu_A(input_alu_A[i]),
                .input_alu_B(input_alu_B[i]),
                .cin(carry_chain[i-1]),
                .alu_result(slice_result[i]),
                .alu_cout(carry_chain[i])
            );
        end    
    endgenerate
    alu_msb u_msb (
        .alu_op(alu_op),
        .input_alu_A(input_alu_A[63]),
        .input_alu_B(input_alu_B[63]),
        .cin(carry_chain[62]),
        .alu_result(slice_result[63]),
        .alu_cout(alu_cout)
    );
    assign shift_result = (alu_op == 4'b1101) ? (input_alu_A << input_alu_B[5:0]) :  
                     (alu_op == 4'b1110) ? (input_alu_A >> input_alu_B[5:0]) :  
                     (alu_op == 4'b1111) ? ((input_alu_A >> input_alu_B[5:0]) | 
                                           (input_alu_A[63] ? (~(64'b0) << (64 - input_alu_B[5:0])) : 0)) : 0;
    assign alu_result = (is_32bit && alu_op == 4'b0000) ? addiw_result :
                    (is_32bit && alu_op == 4'b0001) ? subw_result : 
                    (is_32bit && alu_op == 4'b1101) ? slliw_result :
                    (is_32bit && alu_op == 4'b1110) ? srliw_result :
                    (is_32bit && alu_op == 4'b1111) ? sraiw_result :
                    (alu_op == 4'b1101 || alu_op == 4'b1110 || alu_op == 4'b1111) ? shift_result :           
                    (alu_op == 4'b1011 || alu_op == 4'b1100) ? ({63'b0, slice_result[63]}) : slice_result;
endmodule
module alu_lsb (input wire [3:0] alu_op,
                input wire input_alu_A,
                input wire input_alu_B,
                output reg alu_result,
                output alu_cout);
wire B_inverted;
wire cin;
wire sum;
wire and_out, or_out, nor_out, xor_out, xnor_out, nand_out, pass_a, pass_b, zero_out;
assign B_inverted = (alu_op == 4'b0001 || alu_op == 4'b1011 || alu_op == 4'b1100) ? ~input_alu_B : input_alu_B;
assign cin        = (alu_op == 4'b0001 || alu_op == 4'b1011 || alu_op == 4'b1100) ? 1 : 0;
assign sum      = (input_alu_A ^ B_inverted) ^ cin;
assign alu_cout = (input_alu_A & B_inverted) | (cin & (input_alu_A ^ B_inverted));
assign and_out  = input_alu_A & input_alu_B;
assign or_out   = input_alu_A | input_alu_B;
assign nor_out  = ~(input_alu_A | input_alu_B);
assign xor_out  = input_alu_A ^ input_alu_B;
assign xnor_out = ~(input_alu_A ^ input_alu_B);
assign nand_out = ~(input_alu_A & input_alu_B);
assign pass_a   = input_alu_A;
assign pass_b   = input_alu_B;
assign zero_out = 0;
always @(*) begin
    case (alu_op)
        4'b0000 : alu_result = sum;
        4'b0001 : alu_result = sum;
        4'b0010 : alu_result = and_out;
        4'b0011 : alu_result = or_out;
        4'b0100 : alu_result = nor_out;
        4'b0101 : alu_result = xor_out;
        4'b0110 : alu_result = xnor_out;
        4'b0111 : alu_result = nand_out;
        4'b1000 : alu_result = pass_a;
        4'b1001 : alu_result = pass_b;
        4'b1010 : alu_result = zero_out;
        default: alu_result  = zero_out;
    endcase
end
endmodule
module alu_mid (input wire [3:0] alu_op,
                input wire input_alu_A,
                input wire input_alu_B,
                input wire cin,
                output reg alu_result,
                output alu_cout);
wire B_inverted;
wire sum;
wire and_out, or_out, nor_out, xor_out, xnor_out, nand_out, pass_a, pass_b, zero_out;
assign B_inverted = (alu_op == 4'b0001 || alu_op == 4'b1011 || alu_op == 4'b1100) ? ~input_alu_B : input_alu_B;
assign sum      = (input_alu_A ^ B_inverted) ^ cin;
assign alu_cout = (input_alu_A & B_inverted) | (cin & (input_alu_A ^ B_inverted));
assign and_out  = input_alu_A & input_alu_B;
assign or_out   = input_alu_A | input_alu_B;
assign nor_out  = ~(input_alu_A | input_alu_B);
assign xor_out  = input_alu_A ^ input_alu_B;
assign xnor_out = ~(input_alu_A ^ input_alu_B);
assign nand_out = ~(input_alu_A & input_alu_B);
assign pass_a   = input_alu_A;
assign pass_b   = input_alu_B;
assign zero_out = 0;
always @(*) begin
    case (alu_op)
        4'b0000 : alu_result = sum;
        4'b0001 : alu_result = sum;
        4'b0010 : alu_result = and_out;
        4'b0011 : alu_result = or_out;
        4'b0100 : alu_result = nor_out;
        4'b0101 : alu_result = xor_out;
        4'b0110 : alu_result = xnor_out;
        4'b0111 : alu_result = nand_out;
        4'b1000 : alu_result = pass_a;
        4'b1001 : alu_result = pass_b;
        4'b1010 : alu_result = zero_out;
        default: alu_result  = zero_out;
    endcase
end
endmodule
module alu_msb (input wire [3:0] alu_op,
                input wire input_alu_A,
                input wire input_alu_B,
                input wire cin,
                output reg alu_result,
                output alu_cout);
wire B_inverted;
wire sum;
wire and_out, or_out, nor_out, xor_out, xnor_out, nand_out, pass_a, pass_b, zero_out, slt_out, sltu_out;
wire overflow;
assign B_inverted = (alu_op == 4'b0001 || alu_op == 4'b1011 || alu_op == 4'b1100) ? ~input_alu_B : input_alu_B;
assign sum      = (input_alu_A ^ B_inverted) ^ cin;
assign alu_cout = (input_alu_A & B_inverted) | (cin & (input_alu_A ^ B_inverted));
assign overflow = cin ^ alu_cout;
assign slt_out  = overflow ^ sum;
assign sltu_out = ~alu_cout;
assign and_out  = input_alu_A & input_alu_B;
assign or_out   = input_alu_A | input_alu_B;
assign nor_out  = ~(input_alu_A | input_alu_B);
assign xor_out  = input_alu_A ^ input_alu_B;
assign xnor_out = ~(input_alu_A ^ input_alu_B);
assign nand_out = ~(input_alu_A & input_alu_B);
assign pass_a   = input_alu_A;
assign pass_b   = input_alu_B;
assign zero_out = 0;
always @(*) begin
    case (alu_op)
        4'b0000 : alu_result = sum;
        4'b0001 : alu_result = sum;
        4'b0010 : alu_result = and_out;
        4'b0011 : alu_result = or_out;
        4'b0100 : alu_result = nor_out;
        4'b0101 : alu_result = xor_out;
        4'b0110 : alu_result = xnor_out;
        4'b0111 : alu_result = nand_out;
        4'b1000 : alu_result = pass_a;
        4'b1001 : alu_result = pass_b;
        4'b1010 : alu_result = zero_out;
        4'b1011 : alu_result = slt_out;
        4'b1100 : alu_result = sltu_out;
        default: alu_result  = zero_out;
    endcase
end
endmodule
</file>
<file path="/design/flow/run.sh">
#!/bin/bash
# OpenROAD 26Q1-2900-gdf79404cd8, Yosys 0.63+post, stock flow scripts
make -C /OpenROAD-flow-scripts/flow DESIGN_CONFIG=/design/flow/config.mk WORK_HOME=/design/flow/orfs finish
</file>
==> impl_metrics.py <==
# Metrics from the implementation run
metrics = {
    "hold_path": {
        "min_to": "alu_result[8]",
        "whs_path_depth": 6,
        "hp-start": "input_alu_B[3]",
        "hold_class": "in2out",
    },
    "sta": {
        "fin_crit_ns": 60.29,
        "worstMarginPinSlew_ns": 1.41,
        "hold_viol_final": 0,
        "slew_headroom_pct": 5.43,
        "fmax_ghz": 0.0166,
        "drv_slew": 0,
        "setup_tns_ns": 0,
        "period_used_pct": 82.1,
        "rsz0062_at_grt": "no",
        "setup_viol": 0,
    },
    "layout": {
        "mostFrequentLayoutCells": "nor2_1, a21oi_1, nand2_1",
        "comb_area_mm2": 0.0197,
        "fill_cells": 3922,
        "finish.utilization_pct": 56.6,
        "areaGrowthSynthToFinish_pct": 10.7,
        "drive_above_1_share_pct": 8.87,
        "nClkBuffers": 0,
        "ff_count": 0,
        "regArea_um2": 0,
        "layout_top_cell": "nor2_1",
    },
    "logic_synthesis": {
        "yosys_area_mm2": 0.0217,
        "synth_area_mm2": 0.0217,
        "avgSynthCellArea_um2": 6.83,
        "ys_cells": 3169,
        "top_area_cell": "ha_1",
        "topCellsByArea": "ha_1, a21oi_1, mux4_2",
        "yosys.area.top_type_share_pct": 9.47,
        "yosysWarnings": 3,
        "ys_seq_share_pct": 0,
        "yosysUniqueCellTypes": 84,
        "synth_cells": 3169,
    },
    "floorplanning": {
        "coreArea_mm2": 0.0423,
        "core_util_floorplan_pct": 51.2,
        "rows": 75,
        "die_width_um": 210,
        "chip_area_mm2": 0.0442,
        "fp.dieH_um": 210,
        "boundaryPins": 198,
    },
    "pwr": {
        "p_int_mw": 0.0898,
        "peakVddDrop_mv": 0.0104,
        "p_leak_nw": 9.62,
        "p_sw_share_pct": 64.2,
        "power.net_switching_mw": 0.161,
        "power_density_mw_per_mm2": 10.5,
    },
    "critical_path": {
        "setup.worst_path.class": "in2out",
        "slowest_stage": "buf_4",
        "cpPeakStageDelay_ns": 0.52,
        "crit_path_frequent_cell": "fa_1",
        "cp.required_ns": 58.72,
        "arrival_ns": 45.61,
        "crit_fanout": 59,
        "worst_setup_path_start_kind": "primary input",
        "end_kind": "output pin",
    },
    "route": {
        "drt-vias-per-instance": 7.55,
        "routedWlPerCell_um": 34.3,
        "vias": 28500,
        "wl_um": 130000,
        "drc": 0,
        "antenna_left": 0,
        "dr.pass1.iters": 10,
        "drt-initial-drc-count": 4824,
    },
    "clock_network": {
        "hold_buffers": 0,
        "cts-resized-gates": 0,
        "post_cts_buffers": 0,
    },
    "run_status": {
        "status": "finished, final reports clean",
    },
    "global_route": {
        "antenna_found_initial": 21,
        "grtUsageTotal_pct": 59.2,
        "grt_pass1_vias": 25700,
        "grt_first_pass_wirelength_um": 183000,
        "grt_max_degree": 111,
        "overflow": 0,
    },
    "flow_run": {
        "drv_cap": 0,
        "warnings": 136,
    },
    "placement": {
        "gp_congestion": 1.21,
        "io_buffer_count": 198,
        "dp_hpwl_um": 98400,
    },
}
## logic make-up after synthesis
logic type | after synthesis | share of synthesized area, %
compound gates | 1188 | 35.7
fa+ha+maj | 230 | 15.6
xor+xnor | 93 | 3.76
mux | 266 | 17.4
simple gates | 919 | 18.4
buf+inv | 473 | 9.12
## Yosys cell counts (15+ instances only)
cell type	count
clkbuf_1	173
or3_1	18
nor3_1	74
buf_1	55
inv_1	169
mux4_2	69
a211oi_1	88
o22ai_1	35
mux2_2	51
o22a_1	16
o31ai_1	20
nor2_1	403
o221ai_1	26
nor2b_1	15
nand2_1	258
a31oi_1	44
o21a_1	17
fa_1	66
buf_4	15
mux2i_1	134
a22oi_1	70
nor4_1	15
buf_2	47
a2111oi_0	20
o211ai_1	40
xnor2_1	86
a221oi_1	33
a21o_1	49
o21ai_0	244
a221o_1	21
nand3_1	42
nand2b_1	23
o2111ai_1	27
and2_1	16
a21oi_1	330
ha_1	164
## cell type report
type                       instances  area share (%)
multi-input combinational       2696            82.4
timing repair buffer             308            11.7
tap                              577            3.01
inverter                         174            2.74
antenna                           17           0.178
## worst max-delay path by stage
stage	start	end	slack, ns	cells past startpoint
6_report	alu_op[2]	alu_result[63]	13.11	81
5_1_grt	alu_op[2]	alu_result[63]	11.97	81
4_1_cts	alu_op[2]	alu_result[63]	13.16	81
## stage by stage
step           instances  hold slack (ns)  setup slack [ns]  cell area, um2  total power, mW
6_report            3772            30.51             13.11           24000            0.251
5_1_grt             3763            30.57             11.97           23900            0.257
4_1_cts             3755            30.51             13.16           23900            0.232
3_5_place_dp        3755            30.51             13.29           23900            0.231
3_3_place_gp        3755            30.49             13.29           23900            0.230
2_1_floorplan       3169            29.50             14.72           21700            0.130
## critical path: cells and delay by family
family                   cells  cell delay [ns]
XOR/XNOR                     1             0.13
AND-OR/OR-AND                8             1.59
adder cells (fa/ha/maj)     63            26.97
buffers and inverters        5             1.44
AND/OR/NAND/NOR              4             0.70
## layer usage
metal  part of all wire, %  vias up  GRT usage, %
met2                    38     2740          77.0
met4                   8.4       28          36.4
met3                    19      713          39.5
met5                  0.62        -          14.1
li1                      -    11800             -
met1                    34    13200          70.0
No activity file was given, so power comes from the tool's default toggle rates.
