`constraint.sdc`:
```
current_design regfile

set clk_period 14.6
set clk_io_pct 0.2

create_clock -name clk0 -period $clk_period [get_ports {clk}]

set non_clock_inputs [all_inputs -no_clocks]
set_input_delay [expr $clk_period * $clk_io_pct] -clock clk0 $non_clock_inputs
set_output_delay [expr $clk_period * $clk_io_pct] -clock clk0 [all_outputs]
```
`design.v`:
```
module regfile (input clk,
                input rst,
                input we_regs,
                input [63:0] w_regs_data,
                input [4:0] w_regs_addr,
                input [4:0] r_regs_addr1,
                input [4:0] r_regs_addr2,
                output [63:0] regs_data1,
                output [63:0] regs_data2);
    reg [63:0] regs [31:0];
    integer i;
    initial begin
        for (i = 0; i < 32; i = i + 1) regs[i] = 0;
    end
    task dump_regs;
        integer i;
        for (i = 0; i < 32; i = i + 1) begin
            $display("x%d = %d", i, regs[i]);
        end
    endtask
    assign regs_data1 = (r_regs_addr1 == 0) ? 0 : regs[r_regs_addr1];
    assign regs_data2 = (r_regs_addr2 == 0) ? 0 : regs[r_regs_addr2];
    always @(posedge clk or posedge rst) begin
        if (rst) begin
            for (i = 0; i < 32; i = i + 1) regs[i] <= 64'b0;
        end else if (we_regs && (w_regs_addr != 0)) begin
            regs[w_regs_addr] <= w_regs_data;
        end
    end
endmodule
```
`run.sh`:
```
#!/bin/bash
# OpenROAD 26Q1-2900-gdf79404cd8, Yosys 0.63+post, stock flow scripts
make -C /OpenROAD-flow-scripts/flow DESIGN_CONFIG=/design/flow/config.mk WORK_HOME=/design/flow/orfs finish
```
`config.mk`:
```
export PLATFORM = sky130hd
export DESIGN_NAME = regfile
export DESIGN_NICKNAME = regfile
export VERILOG_FILES = /design/flow/design.v
export SDC_FILE = /design/flow/constraint.sdc
export NUM_CORES = 4
export LEC_CHECK = 1
export CORE_UTILIZATION = 40
```
==> out/qor.txt <==
Status: finished clean
Initial core utilization: 40.2%
CORE AREA: 260,000 sq um
Post-Synthesis Cells: 9,730
Synth Area in Compound Gates: 7.40%
YS chip area: 105,000 sq um
CTS Buffer Depth: 3
Max Fclk: 0.0901 GHz
Final Hold Viols: 0
GRT Total Usage: 43.9%
Cycle use final: 76.1%
Setup violators final: 0
PortBufs: 209
XOR Share, Synth: 0%
CTS tree: yes
Max cap viols: 0
Power Dens Cells: 135 nW/um^2
Root Buffer: clkbuf_16
Drt total wl: 563,000 um
CTS resizes: 0
CP max FO: 44
Top cells by area: dfrtp_1, mux2_2, nand3_1, nand4_1, a22oi_1
Slew Limit Fails: 0
Mapped Area: 105,000 sq um
Reg2reg path depth: 1
CP startpoint kind: input port
Drt first pass iters: 9
Worst-path clk slew: 60 ps
Pleak: 50.2 nW
Main flop type: dfrtp_1
Vias in the first global route: 95,800
CTS Sinks: 1,984
GP Congestion: 1.04
CP arrival: 8180 ps
Area Overhead vs Synth: 12.5%
Die area: 263,000 sq um
Sequential cell area: 49,600 sq um
Logic area: 50,400 sq um
Number of flip-flops under the largest register name: 1,984
Adder Area Share: 0%
Antenna-violating nets left: 0
Req. time, crit path: 11,680 ps
Share of layout cells above drive strength 1: 30.2%
Die width: 513 um
CP Class: in2out
Largest regs: regs x1984
Slew HR: 17.0%
Tool warnings: 77
Async S/R FF share, synth: 100%
Biggest register: regs
Via-to-Cell Ratio: 7.54
First-pass GRT wire length: 777,000 um
Worst Skew: 0 ps
Detailed Place HPWL: 324,000 um
Comb area leader: multiplexers
Basic Gates by Area: 18.8%
Yosys cell types: 71
Hold WC Path Type: reg2reg
Num CTS Buffers: 215
Peak supply drop: 0.000133 V
YS warnings: 2
Least-Margin Pin Slew: 1240 ps
Area leader, netlist: dfrtp_1
Initial antenna violation count: 59
Internal reg-to-reg setup slack: 13,580 ps
GRT overflow: 0
Crit path from: r_regs_addr1[1]
Top Ports: 210
Largest net degree at the start of global routing: 126
Vias: 98,900
DR iter-0 viols: 13,600
DIE HEIGHT: 513 um
Registers, synthesis: 1,984
Setup TNS: 0 ps
EDFF count, synth: 0
Setup bufs post-CTS: 0
R2R Path End: regs[7][46]
Post-synth seq share: 47.5%
Post-Place Cells: 12,600
Layout Cells excl Fill: 13,100
DR WL/cell: 42.9 um
Ys cells: 9,730
Multiplexer share: 21.5%
Drt drc: 0
Reg2reg start: regs[7][46]
Worst setup EP type: output pin
Avg Cell Area, Syn: 10.7 sq um
Latency at later pin: 910 ps
Post-CTS Hold Fix Bufs: 0
Fill count: 23,400
FP Rows: 187
Top area contributor share: 47.5%
H-tree levels: 4
Unrepaired setup endpoints after global routing: no
Final Critical Period: 11,100 ps
Worst setup endpoint: regs_data1[31]
[worst min-delay path by stage]
stage,startpoint,to,cells past startpoint
global route,regs[14][14],regs[14][14],1
finish,regs[14][14],regs[14][14],1
CTS,regs[14][14],regs[14][14],1
[cells in the final DEF, fill, tap and decap left out, drive strengths merged, types with 34 or more instances in the layout]
cell / n
dfrtp: 1984
diode: 88
nand3: 2194
a22oi: 359
a222oi: 72
clkdlybuf4s50: 199
mux2: 1992
clkinv: 48
a2111oi: 90
clkbuf: 315
nand2: 68
a31oi: 89
nor3: 34
and3: 303
and2: 41
and4: 53
nor2: 36
a21oi: 236
nand4: 563
buf: 448
nor4: 145
a221o: 48
a22o: 57
[final cells by class]
class                           count  area share (%)
Multi-Input combinational cell   6597            42.9
Sequential cell                  1984            42.2
Clock buffer                      314            5.36
Timing Repair Buffer              648            4.82
Tap cell                         3402            3.62
Clock inverter                     79           0.884
Antenna cell                       88           0.187
Inverter                            9          0.0330
[synth_stat cells (48+ instances only)]
cell and count:
a2111oi_0 90, a21oi_1 236, a221o_1 48, a222oi_1 72
a22o_1 57, a22oi_1 359, a31oi_1 89, and3_1 303
and4_1 53, buf_1 93, buf_2 424, clkbuf_1 596
dfrtp_1 1984, mux2_2 1990, nand2_1 68, nand3_1 2194
nand4_1 563, nor4_1 144
[metrics by stage]
step                power (mW)  area (sq um)  util, %  setup slack, ps  hold WS (ps)
floorplan                 8.81        105000        -           -15860           481
global placement          9.91        110000     42.4             3860           502
detailed placement        9.97        110000     42.4             3840           500
CTS                       15.7        117000     45.2             3830           514
global route              16.2        117000     45.2             3680           532
finish                    15.8        118000     45.3             3500           520
[kinds of logic after synthesis]
logic type	after synthesis
multiplexers	2000
buffers and inverters	1149
AND-OR/OR-AND	1050
flip-flops	1984
AND/OR/NAND/NOR	3547
[critical path, cell delays in order]
cell and delay, ps:
buf_2 220, buf_4 490, and2_4 670, buf_4 730, and2_4 810, buf_4 600, a22oi_1 180, and4_1 200
a31oi_1 630, clkdlybuf4s50_1 620
[routing by layer]
metal | GRT usage (%) | share of wire [%]
met1 | 51.8 | 34
met5 | 2.39 | 0.11
met3 | 30.7 | 18
met4 | 30.8 | 9.0
met2 | 56.0 | 39
[report_power, final]
| group | leakage [nW] | internal (mW) | switching [mW] |
|---|---|---|---|
| combinational | 21.2 | 1.16 | 1.32 |
| sequential | 25.4 | 6.57 | 0.985 |
| clock | 3.60 | 3.31 | 2.48 |
Power figures rest on the tool's default switching activity, not on a simulated workload.
